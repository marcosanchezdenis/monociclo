==> /design/flow/design.v <==
`timescale 1ns / 1ps
module adder(
				input wire [31:0] a, b,
				output wire [31:0] y
);
	assign y = a + b;
endmodule
`timescale 1ns / 1ps
`default_nettype none
module alu(
	input wire [31:0]scrA,	
	input wire [31:0]scrB,	
	input wire [3:0]operation,		
	output reg [31:0]ALUResult,
	output wire zero		
);
	always @(scrA,scrB,operation)begin
			case (operation)
				4'b0000: 	ALUResult <= scrA & scrB;  
				4'b0001: 	ALUResult <= scrA | scrB;  
				3'b0010:	ALUResult <= scrA + scrB;  
				4'b0110:	ALUResult <= scrA - scrB;	 
				4'b0111:	ALUResult <= (scrA < scrB) ? 1:0;  
				4'b1000:	ALUResult <= {scrB[15:0], 16'b0};  
				default: ALUResult <= 32'dx;
			endcase
	end
assign zero = (ALUResult == 0)? 1:0;
endmodule
`timescale 1ns / 1ps
module datapath(
						input wire clk, reset,
						input wire mem_to_reg,
						input wire pc_src,
						input wire alu_src,
						input wire [1:0]jump,reg_dst,
						input wire reg_write,noExt,jal,
						input wire [3:0] alu_control,
						output wire zero,
						input wire [31:0] readData,
						input wire [31:0] instruction,						
						output wire [31:0] pc,
						output wire [31:0] writeData,
						output wire [31:0]ALU
		);
wire [4:0] write_reg;
wire [31:0] pc_next, pc_nextbr, pc_plus4, pc_branch;
wire [31:0] signimm, signimmsh,resultofmux,salida2Registro,datosInmediatos;
wire [31:0] srca, srcb;
wire [31:0]srcb2;
wire [31:0] result;
assign writeData = salida2Registro;
alu alu (
    .scrA(srca), 
    .scrB(srcb), 
    .operation(alu_control), 
    .ALUResult(ALU),  
    .zero(zero)  
    );
flopr #(32) pcreg (
    .clk(clk), 
    .reset(reset), 
    .d(pc_next), 
    .q(pc)
    );
adder pcadd1 (
    .a(pc), 
    .b(32'b100), 
    .y(pc_plus4) 
    );
sl2 immsh (
    .a(signimm), 
    .y(signimmsh) 
    );
adder pcadd2 (
    .a(pc_plus4), 
    .b(signimmsh), 
    .y(pc_branch) 
    );
mux2 #(32) pcbrmux (
    .d0(pc_plus4), 
    .d1(pc_branch), 
    .s(pc_src), 
    .y(pc_nextbr)  
    );
mux4 #(32) pcmux (
    .d0({pc_nextbr[31:2], 2'b00}),  
    .d2({pc_plus4[31:28],instruction[25:0], 2'b00}),  
	 .d1(srca+32'd4),  
	 .d3(32'dx), 
    .s(jump), 
    .y(pc_next)  
    );
regfile rf (
    .clk(clk), 
    .we3(reg_write), 
    .ra1(instruction[25:21]), 
    .ra2(instruction[20:16]), 
    .wa3(write_reg), 
    .wd3(result), 
    .rd1(srca), 
    .rd2(salida2Registro)
    );
mux2 #(32) jalmux(
	 .d0(resultofmux), 
    .d1(pc), 
    .s(jal), 
    .y(result)  
);	 
mux4 #(5) wrmux (
    .d0(instruction[20:16]), 
    .d1(instruction[15:11]), 
	 .d2(5'd31),
	 .d3(5'dx),
    .s(reg_dst), 
    .y(write_reg) 
    );
mux2 #(32) resmux (
    .d0(ALU), 
    .d1(readData),
    .s(mem_to_reg), 
    .y(resultofmux) 
    );
signext sei (
    .a(instruction[15:0]), 
    .y(signimm)  
    );
mux2 #(32) semux (
    .d0(signimm), 
    .d1({16'b0,instruction[15:0]}), 
    .s(noExt), 
    .y(datosInmediatos)  
    );
mux2 #(32) srcbmux (
    .d0(salida2Registro), 
    .d1(datosInmediatos), 
    .s(alu_src), 
    .y(srcb) 
    );
endmodule
`timescale 1ns / 1ps
module flopr #(parameter WIDTH = 8)
	(input wire clk, reset,
	input wire [WIDTH-1:0] d,
	output reg [WIDTH-1:0] q);
	always @(posedge clk, posedge reset)
		if (reset) q <= 32'd0; 
		else q <= d;
endmodule
`timescale 1ns / 1ps
module mux2 #(parameter WIDTH = 8)
				(input wire [WIDTH-1:0] d0, d1,
				input wire s,
				output wire [WIDTH-1:0] y);
				assign y = s ? d1 : d0;
endmodule
`timescale 1ns / 1ps
module mux4 #(parameter WIDTH = 8)
				(input wire [WIDTH-1:0] d0, d1,d2,d3,
				input wire [1:0] s,
				output reg [WIDTH-1:0] y);
				always@(*)
				begin
					case(s)
						2'b00:y<=d0;
						2'b01:y<=d1;
						2'b10:y<=d2;
						2'b11:y<=d3;
						default: y<=2'dx;
					endcase
				end
endmodule
`timescale 1ns / 1ps
module regfile(input wire clk,
					input wire we3,
					input wire [4:0] ra1, ra2, wa3,
					input wire [31:0] wd3,
					output wire [31:0] rd1, rd2);
reg [31:0] rf[31:0];
always @(posedge clk)
if (we3) rf[wa3] <= wd3;
assign rd1 = (ra1 != 0) ? rf[ra1] : 0;
assign rd2 = (ra2 != 0) ? rf[ra2] : 0;
endmodule
`timescale 1ns / 1ps
module signext(
					input wire [15:0] a,
					output wire [31:0] y);
assign y = {{16{a[15]}}, a};
endmodule
`timescale 1ns / 1ps
module sl2(input wire [31:0] a,
				output wire [31:0] y
);
assign y = {a[29:0], 2'b00};
endmodule
==> /design/flow/run.sh <==
#!/bin/bash
# OpenROAD 26Q1-2900-gdf79404cd8, Yosys 0.63+post, stock flow scripts
make -C /OpenROAD-flow-scripts/flow DESIGN_CONFIG=/design/flow/config.mk WORK_HOME=/design/flow/orfs finish
==> /design/flow/config.mk <==
export PLATFORM = sky130hd
export DESIGN_NAME = datapath
export DESIGN_NICKNAME = datapath
export VERILOG_FILES = /design/flow/design.v
export SDC_FILE = /design/flow/constraint.sdc
export NUM_CORES = 4
export LEC_CHECK = 1
export CORE_UTILIZATION = 30
==> /design/flow/constraint.sdc <==
current_design datapath

set clk_period 24.8
set clk_io_pct 0.2

create_clock -name clk0 -period $clk_period [get_ports {clk}]

set non_clock_inputs [all_inputs -no_clocks]
set_input_delay [expr $clk_period * $clk_io_pct] -clock clk0 $non_clock_inputs
set_output_delay [expr $clk_period * $clk_io_pct] -clock clk0 [all_outputs]
==> results.json <==
{
  "grt_setup_unrepaired": "no",
  "place.port_buffers": 170,
  "final_util_pct": 34.6,
  "post-route-worst-setup-slack_ps": 5580,
  "synth-area-yosys_mm2": 0.0589,
  "worst_clock_skew_ps": 47.8,
  "core_area_mm2": 0.195,
  "clock-root-buffer": "sky130_fd_sc_hd__clkbuf_16",
  "dominantRegCellSynth": "sky130_fd_sc_hd__edfxtp_1",
  "power.total_w": 0.00480,
  "postCtsSetupBuffers": 0,
  "vias": 38900,
  "io_pins": 177,
  "global_route.usage.total_pct": 22.2,
  "clkSlewWorstSetupHoldPaths_ps": 60,
  "antenna_left": 0,
  "cts-buffers-inserted": 105,
  "dp.cells": 6676,
  "netlist_instances": 3969,
  "ys_cells": 3969,
  "area_overhead_vs_synth_pct": 14.5,
  "cap_violations": 0,
  "htree_levels": 3,
  "grt_overflow_total": 0,
  "crit_path_end_kind": "primary output",
  "die_h_um": 445,
  "final_max_slew_viol_count": 0,
  "antenna_found_initial": 12,
  "finalNonFillerCells": 6868,
  "drive_gt1_share_pct": 22.0,
  "drcViolationCount": 0,
  "syn_area_mm2": 0.0589,
  "synth.area.top_cells": "sky130_fd_sc_hd__edfxtp_1, sky130_fd_sc_hd__mux4_2, sky130_fd_sc_hd__mux2i_1, sky130_fd_sc_hd__ha_1, sky130_fd_sc_hd__mux4_1",
  "routed_wire_length_per_instance_um": 30.5,
  "syn_area_per_cell_um2": 14.8,
  "worst_ep_required_time_ps": 19840,
  "grt_max_degree": 76,
  "stage_log_warnings": 98,
  "drt-vias-per-instance": 5.66,
  "setup.worst_path.class": "primary input to primary output",
  "drt-total-wl_um": 210000,
  "yosys_warning_count": 5,
  "status": "finished clean",
  "setup_tns_ps": 0,
  "finalHoldViolCount": 0,
  "slew_headroom_pct": 35.3,
  "timing.critical_path.fanout_max": 75,
  "post_synth_num_cell_types": 108,
  "detailedPlace.worstSlack_ps": 5730,
  "postCtsResizedCells": 0,
  "first_iter_violations": 2807,
  "grt_first_pass_wirelength_um": 296000,
  "class_of_the_worst_hold_path": "flop to flop",
  "first_pass_detailed_route_iteration_total": 6,
  "grt_pass1_vias": 41100,
  "synth_area_leader_cell": "sky130_fd_sc_hd__edfxtp_1",
  "place.detailed.hpwl_um": 137000,
  "post-route-min-period_ps": 19220,
  "gp_congestion": 0.971,
  "max-vdd-ir-drop_v": 0.0000592,
  "fp.dieArea_mm2": 0.198,
  "row_count": 162,
  "transition_time_of_the_tightest_slew_check_pin_ps": 947,
  "floorplan.core_util_pct": 30.2,
  "clock-sinks": 1056,
  "die_w_um": 445,
  "clock_tree.buffer_depth": 3,
  "synthDominantCellAreaShare_pct": 52.2,
  "max_freq_mhz": 52.0,
  "synth-async-reset-ratio_pct": 3.03,
  "synth-edff-count": 1024,
  "number_of_synthesized_register_bits": 1056,
  "critical_path_arrival_ps": 14260,
  "timing.final.crit_share_pct": 77.5,
  "cts_tree": "done",
  "critical_path.startpoint_type": "primary input",
  "yosysSeqAreaShare_pct": 53.6,
  "timing.final.setup_violations": 0,
  "power_dens_cells_mw_per_mm2": 71.2,
  "clk_latency_ps": 740,
  "cts_hold_buf": 0,
  "static_leakage_nw": 22.7
}
cells in the final DEF, fill, tap and decap left out, types with 45 or more instances in the layout:
| cell | n |
|---|---|
| sky130_fd_sc_hd__mux4_1 | 58 |
| sky130_fd_sc_hd__a21oi_1 | 179 |
| sky130_fd_sc_hd__o21ai_0 | 117 |
| sky130_fd_sc_hd__nor2_1 | 129 |
| sky130_fd_sc_hd__clkbuf_16 | 106 |
| sky130_fd_sc_hd__nand2_1 | 259 |
| sky130_fd_sc_hd__clkdlybuf4s50_1 | 156 |
| sky130_fd_sc_hd__edfxtp_1 | 1024 |
| sky130_fd_sc_hd__mux4_2 | 410 |
| sky130_fd_sc_hd__inv_1 | 133 |
| sky130_fd_sc_hd__buf_4 | 186 |
| sky130_fd_sc_hd__xnor2_1 | 77 |
| sky130_fd_sc_hd__nor3_1 | 47 |
| sky130_fd_sc_hd__nand3_1 | 66 |
| sky130_fd_sc_hd__o22ai_1 | 45 |
| sky130_fd_sc_hd__ha_1 | 130 |
| sky130_fd_sc_hd__mux2_2 | 57 |
| sky130_fd_sc_hd__mux2i_1 | 238 |
worst max-delay path, cell delays in order:
cell and delay, ps:
sky130_fd_sc_hd__buf_8 480, sky130_fd_sc_hd__buf_12 550, sky130_fd_sc_hd__buf_4 660, sky130_fd_sc_hd__buf_12 530, sky130_fd_sc_hd__mux4_2 590, sky130_fd_sc_hd__mux2_2 300
sky130_fd_sc_hd__a221oi_1 300, sky130_fd_sc_hd__nor2_1 80, sky130_fd_sc_hd__a21oi_1 130, sky130_fd_sc_hd__nor2_1 140, sky130_fd_sc_hd__o21ai_0 450, sky130_fd_sc_hd__ha_1 480
sky130_fd_sc_hd__nor3b_1 520, sky130_fd_sc_hd__nand2_1 250, sky130_fd_sc_hd__or3_1 440, sky130_fd_sc_hd__a211oi_1 320, sky130_fd_sc_hd__a2111oi_0 130, sky130_fd_sc_hd__buf_4 190
sky130_fd_sc_hd__xnor2_1 130, sky130_fd_sc_hd__o21ai_1 70, sky130_fd_sc_hd__a22oi_1 370, sky130_fd_sc_hd__or4b_1 490, sky130_fd_sc_hd__nor4_1 640, sky130_fd_sc_hd__and4_1 270
sky130_fd_sc_hd__clkdlybuf4s50_1 460
final cells by class:
cell class / instances / area, um^2
inverters: 137 / 517
clock inverters: 62 / 689
multi-input cells: 2504 / 25500
repair buffers: 355 / 3110
well taps: 2624 / 3280
fillers: 18500 / 128000
clock buffers: 128 / 2740
diodes: 2 / 5.00
flip-flops and latches: 1056 / 31600
power breakdown:
group	internal [W]	total (W)	switching (W)
clock	0.000928	0.00162	0.000693
combinational	0.000398	0.00106	0.000663
sequential	0.00208	0.00211	0.0000342
routing by layer:
| metal | wire length, um | GRT usage, % |
|---|---|---|
| met3 | 32200 | 14.8 |
| met5 | 665 | 2.47 |
| met1 | 66300 | 23.4 |
| met2 | 98800 | 34.5 |
| met4 | 11500 | 9.44 |
cell families after synthesis:
logic type                 after synthesis  share of synthesized area, %
xor gates and xnor gates                99                          1.47
muxes                                  763                          23.4
and+or+nand+nor                        735                          6.05
buffers and inverters                  409                          3.74
AOI/OAI and AO/OA                      773                          8.85
DFF                                   1056                          53.6
adders and majority gates              134                          2.89
stage by stage:
| step | hold WS [ps] | instance area [um^2] |
|---|---|---|
| 5_1_grt | 755 | 67400 |
| 2_1_floorplan | 611 | 58900 |
| 6_report | 711 | 67400 |
| 4_1_cts | 706 | 67400 |
| 3_5_place_dp | 694 | 64000 |
| 3_3_place_gp | 692 | 64000 |
sequential cells by signal, summed over array words and instances (netlist names):
signal   cells
pcreg.q     32
rf.rf     1024
synthesized netlist by cell type (all sizes together), types with 11 or more instances:
library cell	count
nor4	13
xnor2	77
mux2i	238
a21o	29
o221ai	40
dfrtp	32
and3	21
ha	131
nand2b	26
nand2	260
a221oi	44
nor2	164
and2	24
inv	134
o211ai	34
o21bai	12
a22oi	35
o21ai	154
nor3	49
edfxtp	1024
o22ai	45
clkbuf	132
mux2	57
nand3	69
nand4	14
or2	12
o21a	21
a21oi	184
buf	140
nor2b	30
mux4	468
a211oi	44
xor2	22
or3	12
o31ai	11
a31oi	19
path summary, 6_finish.rpt:
check,start,end,slack [ps],depth (start not counted)
setup / recovery,instruction[16],zero,5580,25
hold / removal,pcreg.q[26],pcreg.q[26],710,3
setup reg to reg,rf.rf[25][12],rf.rf[8][27],18070,17
hold reg to reg,pcreg.q[26],pcreg.q[26],710,3
max in group asynchronous,reset,pcreg.q[9],19830,3
min in group asynchronous,reset,pcreg.q[30],4620,3
Power and IR drop assume default switching activity.
