==> design/flow/config.mk <==
export PLATFORM = sky130hd
export DESIGN_NAME = alu_dec
export DESIGN_NICKNAME = alu_dec
export VERILOG_FILES = /design/flow/design.v
export SDC_FILE = /design/flow/constraint.sdc
export NUM_CORES = 4
export LEC_CHECK = 1
export CORE_AREA = 10 10 70 70
export DIE_AREA = 0 0 80 80
==> design/flow/constraint.sdc <==
current_design alu_dec

set clk_period 1.6
set clk_io_pct 0.2

create_clock -name clk0 -period $clk_period

set non_clock_inputs [all_inputs -no_clocks]
set_input_delay [expr $clk_period * $clk_io_pct] -clock clk0 $non_clock_inputs
set_output_delay [expr $clk_period * $clk_io_pct] -clock clk0 [all_outputs]
==> design/flow/design.v <==
`timescale 1ns / 1ps
module alu_dec(input wire [5:0] function_number,
					input wire [1:0] alu_operation,
					input wire [5:0] dec_operation,
					output reg [3:0] alu_control  );
always@(*) begin
	case(alu_operation)
	2'b00: alu_control <= 4'b0010;  
	2'b01: alu_control <= 4'b0110;  
	2'b11: 
		case (dec_operation) 
			6'b001111: alu_control <= 4'b1000;  
			6'b001101: alu_control <= 4'b0001;  
			default: alu_control <= 4'bxxx;
		endcase	
		default: case(function_number)  
		6'b100100: alu_control <= 4'b0000;  
		6'b100101: alu_control <= 4'b0001;  
		6'b100000: alu_control <= 4'b0010;  
		6'b100010: alu_control <= 4'b0110;  
		6'b101010: alu_control <= 4'b0111;  
		default:   alu_control <= 4'bxxx;  
		endcase
	endcase
end
endmodule
==> design/flow/run.sh <==
#!/bin/bash
# OpenROAD 26Q1-2900-gdf79404cd8, Yosys 0.63+post, stock flow scripts
make -C /OpenROAD-flow-scripts/flow DESIGN_CONFIG=/design/flow/config.mk WORK_HOME=/design/flow/orfs finish
==> GITHUB_STEP_SUMMARY <==
### Metrics collected by this job

| Metric | Value |
|---|---|
| Die area | 6400 um2 |
| Area leader, netlist | nand4b_1 |
| Cycle use final | 98.6% |
| Port buffer count | 18 |
| Row cnt | 21 |
| Max-area cell share | 28.0% |
| Avg Inst Size Synth | 6.26 um2 |
| Number of hold violations in the final report | 0 |
| Post-Syn Instances | 15 |
| DRC violation count after routing | 0 |
| Fin. max-slew vios | 0 |
| Pre-Repair DR Iteration Count | 2 |
| Initial antenna violation count | 2 |
| Unrepaired setup endpoints after global routing | yes |
| DR vias/cell | 2.23 |
| Die Wd | 80 um |
| Fmax | 0.634 GHz |
| Fp util | 2.75% |
| FILL cells | 399 |
| Synthesis Warnings | 1 |
| Commonest cells post-synth | nand4b_1, nand2_1, nor2b_1, o22ai_1 |
| Initial DRC Count | 2 |
| Leak pwr | 0.160 nW |
| Share of cells above drive strength 1 | 36.1% |
| DP Worst Slack | -0.589 ns |
| Crit path DRT | 1.28 ns |
| DR WL/cell | 7.49 um |
| Clock power frac | 0% |
| Final min period | 1.58 ns |
| Largest net degree at the start of global routing | 6 |
| Power after layout | 0.0000495 W |
| Cell Pwr Density | 140 nW/um2 |
| Maxcap violations | 0 |
| Cell area leaders | nand4b_1, nor2b_1, o22ai_1 |
| Final setup violation count | 0 |
| Syn Std Cell Area | 93.8 um2 |
| Max IR drop VDD | 0.0000169 V |
| Family with the most delay on the worst path | simple AND/OR/NAND/NOR gates |
| Yosys cell count | 15 |
| Vias in the first global route | 181 |
| Yosys stat chip area | 93.8 um2 |
| Registers | 0 |
| Worst-path maximum fanout | 2 |
| Core Region | 3420 um2 |
| Fin worst setup slack | 0.0229 ns |
| Sw Pwr | 0.0000159 W |
| Hold WS | 0.973 ns |
| Total gr overflow | 0 |
| Slowest Stage Delay on Critical Path | 0.33 ns |
| Total number of vias | 187 |
| Count leader, synth | nand4b_1 |
| FF+latch area | 0 um2 |
| Critical path buffer and inverter count | 3 |
| Area grow syn2layout | 276% |
| Crit path cell chain | buf_6 > nand4b_1 > or3_1 > buf_4 > o22ai_2 > buf_2 |
| Int Pwr | 0.0000337 W |
| Worst min path class | in -> out |
| WS Path Type | in -> out |
| Routed wire length | 629 um |
| Count of antenna-violating nets left after detailed routing | 0 |
| Sequential power share | 0% |
| Comb pwr share | 100.0% |
| CP max-delay cell | or3_1 |
| Outcome | complete, no violations |
| Worst setup SP type | primary input |
| Count of different cell masters after synthesis | 10 |
| Slew headroom | 84.8% |
| Gr usage total | 1.69% |
| Crit path DAT | 1.26 ns |
| Seq/Total Area, Yosys | 0% |
| Gp weighted congestion | 0.799 |
| Tool Warnings | 34 |
| Clk_buf instances | 0 |
| First-pass GRT wire length | 869 um |
| IO Pins | 18 |
| CP endpoint kind | primary output |
| Worst Max-Slew Pin Slew | 0.224 ns |
| Die height | 80 um |
| Switching share of power | 32.0% |
metal layers:
metal  share of wire [%]  GRT usage [%]
met1                  41           1.85
met5                   0              0
met3                  28           1.93
met4                   0              0
met2                  31           2.25
per-stage QoR:
stage	TNS, ns	cell area (um2)	utilization, %	cells
final	0	353	10.3	84
after CTS	-0.0643	325	9.52	82
after detailed placement	-1.82	339	9.93	80
after floorplan	0	93.8	-	15
after global placement	-1.79	339	9.93	80
after global routing	-0.0331	350	10.3	83
path summary, 6_finish.rpt:
| path | startpoint | slack (ns) | to | depth (start not counted) |
|---|---|---|---|---|
| worst min-delay path | alu_operation[1] | 0.97 | alu_control[1] | 3 |
| worst max-delay path | dec_operation[1] | 0.02 | alu_control[0] | 6 |
logic make-up after synthesis:
| group | count (synthesis) | synth area share, % |
|---|---|---|
| and+or+nand+nor | 10 | 70.7 |
| buffers and inverters | 1 | 4.00 |
| AOI/OAI and AO/OA | 4 | 25.3 |
power groups by stage:
stage | combinational [W] | clock, W | sequential, W
final | 0.0000495 | 0.000000000167 | 0
after CTS | 0.0000493 | 0 | 0
after global routing | 0.0000539 | 0.0000000000835 | 0
final cells by class:
class	instances	area, um2	share of cell area, %
repair buffers	21	184	52.1
multi-input cells	14	103	29.1
well taps	46	57.6	16.3
diodes	2	5.00	1.42
inverters	1	3.75	1.06
what timing repair did:
| item | CTS | global route |
|---|---|---|
| endpoints found under the setup margin | 4 | 4 |
| hold buffers | 0 | 0 |
| pin swaps | 8 | 4 |
| resized | 31 | 8 |
| hold endpoints to repair | 0 | 0 |
| setup buffers | 2 | 0 |
placed cells by master, fill, tap and decap left out:
cell type / synthesis / routed
inv_2: 0 / 1
dlymetal6s2s_1: 0 / 4
buf_2: 0 / 5
buf_6: 0 / 1
clkdlybuf4s15_1: 0 / 4
diode_2: 0 / 2
a31oi_1: 1 / 1
o22ai_2: 0 / 1
o22ai_1: 2 / 1
nand2_1: 2 / 2
nor4bb_1: 1 / 1
buf_4: 0 / 3
dlygate4sd2_1: 0 / 4
or3_1: 1 / 1
nor2b_1: 2 / 2
nor2_2: 0 / 1
nand4b_1: 3 / 3
o21ai_2: 0 / 1
Power is estimated from default activity; no workload was simulated.
