--- design/flow/design.v ---
`timescale 1ns / 1ps
module dmem(
				input wire clk, write_enabled,
				input wire [31:0] address, writeData,
				output wire [31:0] readData);
	reg [31:0] RAM[268500992 + 480 - 1:268500992];			
	assign readData = RAM[address[31:2]];  
	always@(posedge clk)
		if (write_enabled) RAM[address[31:2]] <= writeData;
endmodule
--- design/flow/run.sh ---
#!/bin/bash
# OpenROAD 26Q1-2900-gdf79404cd8, Yosys 0.63+post, stock flow scripts
make -C /OpenROAD-flow-scripts/flow DESIGN_CONFIG=/design/flow/config.mk WORK_HOME=/design/flow/orfs finish
--- design/flow/config.mk ---
export PLATFORM = sky130hd
export DESIGN_NAME = dmem
export DESIGN_NICKNAME = dmem
export VERILOG_FILES = /design/flow/design.v
export SDC_FILE = /design/flow/constraint.sdc
export NUM_CORES = 4
export LEC_CHECK = 1
export CORE_UTILIZATION = 30
export SYNTH_MEMORY_MAX_BITS = 65536
--- design/flow/constraint.sdc ---
current_design dmem

set clk_period 393.0
set clk_io_pct 0.2

create_clock -name clk0 -period $clk_period [get_ports {clk}]

set non_clock_inputs [all_inputs -no_clocks]
set_input_delay [expr $clk_period * $clk_io_pct] -clock clk0 $non_clock_inputs
set_output_delay [expr $clk_period * $clk_io_pct] -clock clk0 [all_outputs]
==> results.cfg <==
; flow metrics
[critical_path]
max_stage_delay_ns = 0.72
crit_arrival_ns = 87.52
type_of_element_capturing_the_critical_path = primary output
setup.worst_path.class = input pin to primary output
critical_path.cell_chain = buf_16, buf_4, buf_4, and3b_4, buf_4, buf_4, buf_4, buf_4, buf_4, a22o_1, a221oi_1, a31oi_1, a21oi_1, a211o_1, nand4_1, a32o_1, buf_4, clkdlybuf4s50_1
crit_top_cell = buf_4
worst-endpoint-required_ns = 314.40
path_max_fanout = 34
crit_path_slowest_cell = buf_4
timing.critical_path.from_type = input pin

[cts]
cts_tree = done
post-cts-setup-buffers = 0
ctsResizeCount = 0
clk_transition_reported_paths_ns = 0.05
postCtsHoldBufs = 0
numClockSinks = 15400
cts_root_buf = clkbuf_16
cts_buffers = 1592
htree_levels = 7
cts_buffer_depth = 6

[timing]
setup_ws_ns = 226.88
final.hold.worst_slack_ns = 77.64
final.setup.tns_ns = 0
final_hold_fails = 0
fin_crit_ns = 166.12
worstMarginPinSlew_ns = 1.57
grt_setup_unrepaired = false
finalSetupViolCount = 0
slew_viol_final = 7
fmaxAchievable_ghz = 0.00602
layout_worst_path_cycle_share_pct = 42.3
timing.max_slew.rel_slack_pct = -4.93

[synthesis]
synthesis.yosys.warnings = 1
synth-main-ff-cell = edfxtp_1
synth_cells = 32100
syn_area_um2 = 583000
yosys.cell_count.top_type = edfxtp_1
yosys.stat.chipArea_um2 = 583000
synthArstFlopShare_pct = 0
biggest_area_consumer_among_synthesized_cells = edfxtp_1
mean_instance_size_in_the_synthesized_netlist_um2 = 18.2
edf_count = 15400
synth-seq-cells = 15400
yosys-top-cells-area = edfxtp_1, a221oi_1, mux2_2
common_cells = edfxtp_1, a221oi_1, a22oi_1, mux2_2, nor2_1
synth.top_cell.area_share_pct = 79.1
ys_cells = 32100
synth_sequential_area_ratio_pct = 79.1
synth.distinct_cells = 85

[floorplan]
die-area_um2 = 1950000
io_pins = 98
initial_utilization_pct = 30.1
core_um2 = 1940000
die.size.x_um = 1400
site_row_count = 512
chipHeight_um = 1400

[layout]
layout.cell_area.non_filler_um2 = 680000
sequential_cell_area_um2 = 461000
num-fill-cells = 176000
layout-area-overhead-vs-synth_pct = 16.5
largest_register_ff_count = 15400
logic_area_um2 = 116000
drive_gt1_share_pct = 20.2

[global_route]
grt_start_max_net_pins = 113
globalRouteTotalUtil_pct = 25.5
global_route_wire_length_before_repair_um = 3150000
vias_in_the_first_global_route = 367000
global_route.overflow_total = 0
antenna_found_initial = 321

[placement]
io_port_bufs = 94
placed_area_um2 = 629000
dp_hpwl_um = 1450000
gpl.final_weighted_congestion = 1.00
pre_cts_slack_ns = 227.46

[status]
violations = capacitance limit, slew limit
status = finished with violations

[routing]
wl_per_cell_um = 38.7
routed_via_density = 5.73
detail_route.first_pass.iterations = 8
drt_total_wl_um = 2370000
drt_iter0_markers = 29600
vias = 352000
ant_nets = 0
drcViolationCount = 0

[power_and_ir_drop]
max-vdd-ir-drop_uv = 4.00
power.density_cell_area_nw_per_um2 = 5.10
power.static_leakage_nw = 209

[flow_run]
openroad.warnings = 51
max_cap_viol_count = 3

[hold_path]
hold_depth = 1
min_delay_worst_endpoint = RAM[268501024][29]
hold_path_startpoint = writeData[29]
worst_hold_path_class = input pin to register
[worst max path at each step]
stage | cells after the start | start | to
global route | 19 | address[3] | readData[4]
CTS | 19 | address[3] | readData[4]
finish | 18 | address[3] | readData[8]
[critical path: cells and delay by family]
kind	cells	cell delay, ns
buffers and inverters	10	5.44
AOI/OAI and AO/OA	6	1.68
and+or+nand+nor	2	1.38
[per-stage QoR]
stage / instances / power, mW / utilization [%]
detailed placement: 57900 / 2.05 / 32.4
floorplan: 32100 / 1.92 / -
finish: 61400 / 3.47 / 35.0
CTS: 60700 / 3.46 / 34.9
global route: 61300 / 3.53 / 35.0
global placement: 57900 / 2.05 / 32.4
[layout make-up]
cell class	instances	share of cell area, %
Sequential cell	15400	67.9
Multi-Input combinational cell	14400	17.1
Clock buffer	1914	6.08
Tap cell	25700	4.73
Timing Repair Buffer	2473	2.91
Clock inverter	879	1.07
Antenna cell	691	0.254
Inverter	12	0.0129
[cells by family after synthesis]
logic type | after synthesis | share of synthesized area, %
compound gates | 8392 | 10.5
flops | 15400 | 79.1
buf+inv | 2328 | 1.94
mux | 3057 | 6.36
simple gates | 2944 | 2.15
[routing by layer]
metal	global-route usage, %	vias up	part of all wire [%]
met5	16.1	-	1.5
met4	17.3	609	8.5
met3	27.9	6958	24
met2	33.5	35400	41
met1	19.9	171000	25
li1	-	138000	-
[cells in the final DEF, fill, tap and decap left out, types with 48 or more instances in the layout]
cell type and n:
clkinv_1 373, a21oi_1 1300, nor2_4 508, clkdlybuf4s50_1 53, nor4_1 51, a41oi_1 108
clkbuf_1 308, diode_2 691, nand2_1 877, buf_12 57, a2111oi_0 61, a22o_1 256
o2bb2ai_1 76, a222oi_1 115, mux4_2 377, nand4_1 146, a221o_1 339, mux2_2 1424
nand3_1 183, o2111ai_1 58, and3_1 48, a221oi_1 1839, o211ai_1 192, o21ai_0 1136
nor2_1 831, bufinv_16 113, o221ai_1 217, clkinv_2 294, a211oi_1 131, a31oi_1 215
o22ai_1 142, mux2i_1 1254, edfxtp_1 15400, nor3_1 80, a22oi_1 1815, clkinvlp_4 52
buf_4 2321, clkbuf_16 1606
[report_power, final]
part | internal (mW) | switching, mW
logic | 0.0511 | 0.174
clock network | 0.819 | 0.621
registers | 1.80 | 0.00000000111
total | 2.67 | 0.795
Power figures rest on the tool's default switching activity, not on a simulated workload.
